File: ./run.sh
#!/bin/bash
# OpenROAD 26Q1-2900-gdf79404cd8, Yosys 0.63+post, stock flow scripts
make -C /OpenROAD-flow-scripts/flow DESIGN_CONFIG=/design/flow/config.mk WORK_HOME=/design/flow/orfs finish
File: ./config.mk
export PLATFORM = sky130hd
export DESIGN_NAME = gppm_top
export DESIGN_NICKNAME = gppm_top
export VERILOG_FILES = /design/flow/design.v
export SDC_FILE = /design/flow/constraint.sdc
export NUM_CORES = 4
export LEC_CHECK = 1
export CORE_UTILIZATION = 30
File: ./constraint.sdc
current_design gppm_top

set clk_period 15.3
set clk_io_pct 0.2

create_clock -name clk0 -period $clk_period [get_ports {clk}]

set non_clock_inputs [all_inputs -no_clocks]
set_input_delay [expr $clk_period * $clk_io_pct] -clock clk0 $non_clock_inputs
set_output_delay [expr $clk_period * $clk_io_pct] -clock clk0 [all_outputs]
File: ./design.v
`timescale 1ns / 1ps
module ALU(
    input [31:0] op1,
    input [31:0] op2,
	 input [2:0] operator,
    output reg [31:0] result,
    output reg isZero
    );
	parameter
		ADD = 3'b000,
		SUB = 3'b001,
		GREATER_THAN = 3'b010,
		LESS_THAN = 3'b011,
		LEFT_SHIFT = 3'b100,
		RIGHT_SHIFT = 3'b101,
		OR = 3'b110,
		AND = 3'b111;
	always @ (op1 or op2 or operator)
	begin
		case(operator)
			ADD: result = op1 + op2;
			SUB: result = op1 - op2;
			GREATER_THAN: result = op1 > op2;
			LESS_THAN: result = op1 < op2;
			LEFT_SHIFT: result = op1 << op2;
			RIGHT_SHIFT: result = op1 >> op2;
			OR: result = op1 | op2;
			AND: result = op1 & op2;
			default: result = 32'hX;
		endcase
	end
	always @ (result)
	begin
		isZero = (result == 0);
	end
endmodule
`timescale 1ns / 1ps
module FSM (
  input wire clk,
  input wire reset,
  output reg [2:0] ra1,
  output reg [2:0] ra2,
  output wire rf_we,
  output reg [2:0] wa,
  output reg [31:0] imm,
  output reg [1:0] wd_sel,
  output reg [2:0] alu_op,
  output wire ld_we,
  output wire c_enable,
  output wire c_limit_we,
  output wire c_reset,
  input wire isZero,
  input wire limit_reached
);
  parameter 
  init_leds         = 8'b00010000,  
  check_bounds      = 8'b00000000,  
  counter_reset     = 8'b00000100,  
  cut               = 8'b00110000,  
  init_bound        = 8'b01010000,  
  init_counter      = 8'b01110000,  
  init_mask         = 8'b10010000,  
  init_shift_offset = 8'b10110000,  
  left_shift        = 8'b11010000,  
  rotate            = 8'b11110000,  
  set_counter       = 8'b00000010,  
  set_leds          = 8'b00001000,  
  wait_counter      = 8'b00000001;  
  reg [7:0] state;
  reg [7:0] nextstate;
  always @* begin
    nextstate = state;  
    case (state)
      init_leds        : begin
        begin
          nextstate = init_bound;
        end
      end
      check_bounds     : begin
        if (!isZero) begin
          nextstate = counter_reset;
        end
        else if (isZero) begin
          nextstate = cut;
        end
      end
      counter_reset    : begin
        begin
          nextstate = wait_counter;
        end
      end
      cut              : begin
        begin
          nextstate = rotate;
        end
      end
      init_bound       : begin
        begin
          nextstate = init_counter;
        end
      end
      init_counter     : begin
        begin
          nextstate = init_mask;
        end
      end
      init_mask        : begin
        begin
          nextstate = init_shift_offset;
        end
      end
      init_shift_offset: begin
        begin
          nextstate = set_counter;
        end
      end
      left_shift       : begin
        begin
          nextstate = check_bounds;
        end
      end
      rotate           : begin
        begin
          nextstate = counter_reset;
        end
      end
      set_counter      : begin
        begin
          nextstate = set_leds;
        end
      end
      set_leds         : begin
        begin
          nextstate = left_shift;
        end
      end
      wait_counter     : begin
        if (!limit_reached) begin
          nextstate = wait_counter;
        end
        else if (limit_reached) begin
          nextstate = set_leds;
        end
      end
    endcase
  end
  assign c_enable = state[0];
  assign c_limit_we = state[1];
  assign c_reset = state[2];
  assign ld_we = state[3];
  assign rf_we = state[4];
  always @(posedge clk or posedge reset) begin
    if (reset)
      state <= init_leds;
    else
      state <= nextstate;
  end
  always @(posedge clk or posedge reset) begin
    if (reset) begin
      alu_op[2:0] <= 3'b000;
      imm[31:0] <= 32'h0;
      ra1[2:0] <= 3'b000;
      ra2[2:0] <= 3'b000;
      wa[2:0] <= 3'b000;
      wd_sel[1:0] <= 2'b01;
    end
    else begin
      alu_op[2:0] <= 3'b000;  
      imm[31:0] <= 32'h0;  
      ra1[2:0] <= 3'b000;  
      ra2[2:0] <= 3'b000;  
      wa[2:0] <= 3'b000;  
      wd_sel[1:0] <= 2'b00;  
      case (nextstate)
        init_leds        : begin
          wd_sel[1:0] <= 2'b01;
        end
        check_bounds     : begin
          alu_op[2:0] <= 3'b011;
          ra2[2:0] <= 3'b001;
        end
        cut              : begin
          alu_op[2:0] <= 3'b111;
          ra2[2:0] <= 3'b011;
          wd_sel[1:0] <= 2'b10;
        end
        init_bound       : begin
          imm[31:0] <= 32'h100;
          wa[2:0] <= 3'b001;
        end
        init_counter     : begin
          imm[31:0] <= 32'h17D7840;
          wa[2:0] <= 3'b010;
        end
        init_mask        : begin
          imm[31:0] <= 32'hFF;
          wa[2:0] <= 3'b011;
        end
        init_shift_offset: begin
          imm[31:0] <= 32'h1;
          wa[2:0] <= 3'b100;
        end
        left_shift       : begin
          alu_op[2:0] <= 3'b100;
          ra2[2:0] <= 3'b100;
          wd_sel[1:0] <= 2'b10;
        end
        rotate           : begin
          ra2[2:0] <= 3'b100;
          wd_sel[1:0] <= 2'b10;
        end
        set_counter      : begin
          ra1[2:0] <= 3'b010;
        end
      endcase
    end
  end
endmodule
`timescale 1ns / 1ps
module counter(
	 input clk,
	 input reset,
    input [31:0] limit,
    input limit_we,
    input enable,
    output reg limit_reached
    );
	reg [31:0] count_limit;
	reg [31:0] count;
	reg counting;
	always @ (posedge clk)
	begin
		counting <= enable && !limit_reached;
		if(reset)
		begin
			count <= 32'b0;
			counting <= 0;
			limit_reached <= 0;
		end
		if(limit_we)
		begin
			count_limit <= limit;
		end
		if(counting)
		begin
			if(count < count_limit)
			begin
				count <= count + 1;
			end
			else
			begin
				counting <= 0;
				limit_reached <= 1;
			end
		end
	end
endmodule
`timescale 1ns / 1ps
module gppm_top (
	input clk,
	input reset,
	input [7:0] sw,
	output reg [7:0] leds
);
reg rf_we;
reg [2:0] ra1;
reg [2:0] ra2;
reg [2:0] wa;
reg [31:0] wd;
reg [31:0] rd1;
reg [31:0] rd2;
wire rf_we_wire;
wire [2:0] ra1_wire;
wire [2:0] ra2_wire;
wire [2:0] wa_wire;
wire [31:0] rd1_wire;
wire [31:0] rd2_wire;
reg_file rf(clk, rf_we, ra1, ra2, wa, wd, rd1_wire, rd2_wire);
reg [2:0] alu_operator;
reg [31:0] alu_result;
reg alu_isZero;
wire [2:0] alu_operator_wire;
wire [31:0] alu_result_wire;
wire alu_isZero_wire;
ALU alu(rd1, rd2, alu_operator, alu_result_wire, alu_isZero_wire);
reg c_reset;
reg [31:0] c_limit;
reg c_limit_we;
reg c_enable;
reg c_limit_reached;
wire c_reset_wire;
wire c_limit_reached_wire;
wire c_limit_we_wire;
wire c_enable_wire;
counter counter(clk, c_reset, c_limit, c_limit_we, c_enable, c_limit_reached_wire);
reg [31:0] imm;
reg [1:0] wd_sel;
reg ld_we;
wire [31:0] imm_wire;
wire [1:0] wd_sel_wire;
wire ld_we_wire;
FSM fsm(clk, reset, ra1_wire, ra2_wire, rf_we_wire, wa_wire, imm_wire, wd_sel_wire, alu_operator_wire, ld_we_wire, c_enable_wire, c_limit_we_wire, c_reset_wire, alu_isZero, c_limit_reached);
always @ (rd1)
begin
	c_limit = rd1;
end
always @ (alu_isZero_wire)
begin
	alu_isZero = alu_isZero_wire;
end
always @ (alu_result_wire)
begin
	alu_result = alu_result_wire;
end
always @ (c_limit_reached_wire)
begin
	c_limit_reached = c_limit_reached_wire;
end
always @ (*)
begin
	ra1 = ra1_wire;
	ra2 = ra2_wire;
	rd1 = rd1_wire;
	rd2 = rd2_wire;
	rf_we = rf_we_wire;
	wa = wa_wire;
	alu_operator = alu_operator_wire;
	ld_we = ld_we_wire;
	c_enable = c_enable_wire;
	c_limit_we = c_limit_we_wire;
	c_reset = c_reset_wire;
end
always @ (ld_we)
begin
	if(ld_we)
		leds = rd1[7:0];
	else
		leds = leds;
end
always @ (imm_wire or wd_sel_wire or sw or alu_result or rd1)
begin
	imm = imm_wire;
	wd_sel = wd_sel_wire;
	case(wd_sel)
		2'b00: wd = imm;
		2'b01: wd = sw;
		2'b10: wd = alu_result;
		2'b11: wd = rd1;
		default: wd = 32'hX;
	endcase
end
endmodule
`timescale 1ns / 1ps
module reg_file(
    input clk,
    input write_enabled,
    input [2:0] ra1,
    input [2:0] ra2,
    input [2:0] wa,
	 input [31:0] wd,
    output[31:0] rd1,
    output [31:0] rd2
    );
	reg [31:0] registers [0:7];
	assign rd1 = registers[ra1];
	assign rd2 = registers[ra2];
	always @ (posedge clk)
	begin
		if(write_enabled)
			registers[wa] <= wd; 
	end
endmodule
==> flow_summary.toml <==
# yosys + openroad results
[outcome]
status = "finished clean"

[sta]
drv_slew = 0
finalCritPeriodShare = 0.493
worst_slew_pin_slew_ns = 0.962
unclocked_pins = 8
period_needed_ns = 7.55
maxClockFrequency_mhz = 132
finalHoldViolCount = 0
untimed_endpoints = 16
setup_viol = 0
rsz0062_at_grt = "false"
relSlewSlack = 0.354
worst_slack_ns = 7.75
fin_setup_tns_ns = 0
finClkSkew_ns = 0.0182

[layout]
drive_gt1_frac = 0.114
areaGrowthSynthToFinish_pct = 11.0
num-fill-cells = 6718

[job]
tool_warnings = 57
maxCapViolations = 0

[cts]
clock_latency_ns = 0.57
postCtsResizedCells = 0
clk_pin_slew_worst_paths_ns = 0.06
clk_path_buf_depth = 3
cts_root_buffer = "clkbuf_16"
postCtsSetupRepairBufs = 0
cts_tree = "built"
ctsHoldBuffers = 0
cts_made_buffers = 37
htree_num_levels = 2

[global_route]
grt_overflow_total = 0
gr-usage-all-layers = 0.194
grt_pass1_vias = 15600
grt_max_degree = 48
antenna_found_initial = 3
grt_pass1_wl_um = 98500

[detailed_routing]
viasPerCell = 5.55
drt-initial-drc-count = 1411
wl_um = 65900
ant_nets = 0
dr.pass1.iters = 6
vias = 15800
drcViolationCount = 0
wl_per_cell_um = 23.1

[setup_path]
critical_path_required_ns = 15.76
start_kind = "flip-flop"
worstSetupPathType = "reg2reg"
cpPeakStageDelay_ns = 0.66
path_cells = "buf_4, buf_4, nand2b_1, o22a_1, nand2_4, inv_2, ha_1, fa_1, nor2b_1, o311ai_1, a211oi_1, a211oi_1, nor3_1, nor3_1, o22ai_1, mux2i_1, o211ai_1, nor4b_1, nand4_1, o21ai_1"
cpMaxStageDelayCell = "dfrtp_4"
crit_path_end_kind = "flip-flop"
reg2regPathDepth = 20
cp_max_fo = 33
arrival_ns = 8.01

[floorplan]
chip_area_um2 = 70900
rows = 96
core_um2 = 68800
die_x_um = 266
die_y_um = 266
fp_util = 0.305
io_pins = 18

[power]
peakVddDrop_mv = 0.0676
power.density_nw_per_um2 = 82.5
leakage_nw = 7.93

[synth]
area_leaders = "edfxtp_1 (41%), ha_1 (5.7%), mux4_2 (4.2%)"
top_cell_area_share = 0.413
syn_area_um2 = 21000
logic_family = "AND-OR/OR-AND gates"
xor_share = 0.00794
ys_sh_adder = 0.0587
ff_type = "edfxtp_1"
synth_top_cell_by_area = "edfxtp_1"
mux_area_frac = 0.107
syn_inst = 1886
syn_avg_cell_area_um2 = 11.1
ys_area_um2 = 21000
simple_gate_share = 0.143
ys.flops = 353
synth-async-reset-ratio = 0.0652
ys_warn_count = 5
yosys_cells = 1886
synth-edff-count = 288
ys_types = 106
synth-compound-area-share = 0.153

[placement]
place.gp.congestion = 1.03
pre_cts_slack_ns = 7.88
dp_hpwl_um = 48200
port_buffers = 17

[worst_hold_path]
min_path_type = "reg2reg"
hold_depth = 1
[logic make-up after synthesis]
logic type | after synthesis
AOI/OAI and AO/OA | 468
xor gates and xnor gates | 19
adders and majority gates | 98
buffers and inverters | 223
DFF | 345
latches | 8
muxes | 155
other | 1
and+or+nand+nor | 569
[cells in the mapped netlist, drive strengths merged, types with 45 or more instances]
master and n:
a21oi 83, buf 47, clkbuf 46, edfxtp 288, ha 96, inv 129, mux2i 80, mux4 49
nand2 115, nand3 75, nor2 127, nor3 60, o211ai 45, o21ai 115
[worst paths after layout]
check | slack (ns) | start | endpoint
max reg2reg | 7.75 | fsm.ra2[0]$_DFF_PP0_ | fsm.ra2[0]$_DFF_PP0_
min | 0.47 | counter.count[31]$_DFF_P_ | counter.count[31]$_DFF_P_
min in group asynchronous | 2.87 | reset | fsm.ra2[2]$_DFF_PP0_
min reg2reg | 0.47 | counter.count[31]$_DFF_P_ | counter.count[31]$_DFF_P_
max in group asynchronous | 12.10 | reset | fsm.state[4]$_DFF_PP1_
max | 7.75 | fsm.ra2[0]$_DFF_PP0_ | fsm.ra2[0]$_DFF_PP0_
[critical path: cells and delay by family (launching register included)]
kind / cells / cell delay (ns)
simple gates: 7 / 2.55
compound gates: 7 / 1.88
buf+inv: 3 / 1.53
flops: 1 / 0.66
fa+ha+maj: 2 / 0.54
mux: 1 / 0.23
[where the power goes]
part	total (W)	internal (W)	switching [W]	leakage, nW
Sequential	0.00101	0.00101	0.000000357	2.78
Clock	0.000904	0.000528	0.000376	0.599
Combinational	0.00000833	0.00000319	0.00000514	4.55
Total	0.00192	0.00154	0.000381	7.93
[metrics by stage]
stage	util	std cells	power, W	hold WS, ns	area [um2]
5_1_grt	0.338	2844	0.00198	0.510	23300
2_1_floorplan	-	1886	0.00103	0.440	21000
3_5_place_dp	0.320	2776	0.00104	0.460	22000
3_3_place_gp	0.320	2776	0.00104	0.459	22000
4_1_cts	0.338	2844	0.00194	0.473	23300
6_report	0.338	2847	0.00192	0.473	23300
[cell usage in the layout, fill, tap and decap left out, types with 19 or more instances in the layout]
cell type,synthesis,layout
edfxtp_1,288,288
inv_1,125,125
nor2_1,125,119
nand2_1,110,110
o21ai_0,104,104
ha_1,96,96
a21oi_1,82,82
mux2i_1,79,79
nand3_1,75,75
nor3_1,58,56
o211ai_1,44,44
mux4_2,39,39
clkbuf_16,0,37
nand4_1,36,36
buf_4,5,35
dfxtp_1,34,34
nand2b_1,31,31
a21o_1,30,30
mux2_2,24,24
o31ai_1,23,23
o22ai_1,19,19
[final cells by class]
type / instances / area, um2 / area share
Sequential cell: 353 / 10000 / 0.432
Multi-Input combinational cell: 1310 / 9910 / 0.426
Tap cell: 931 / 1160 / 0.0501
Clock buffer: 44 / 972 / 0.0418
Inverter: 130 / 488 / 0.0210
Timing Repair Buffer: 52 / 433 / 0.0186
Clock inverter: 24 / 253 / 0.0109
Antenna cell: 3 / 7.51 / 0.000323
[metal layers]
| metal | GRT usage | routed length [um] |
|---|---|---|
| met5 | 0 | 0 |
| met4 | 0.0401 | 1550 |
| met3 | 0.0798 | 7610 |
| met2 | 0.290 | 29400 |
| met1 | 0.273 | 27400 |
[state kept, by name, indices dropped and copies added (netlist names)]
signal                 flops
fsm.alu_op                 3
leds                       8
fsm.wa                     3
fsm.wd_sel                 2
counter.limit_reached      1
fsm.state                  8
counter.count_limit       32
fsm.imm                    4
fsm.ra2                    2
counter.counting           1
rf.registers             256
fsm.ra1                    1
counter.count             32
Power is estimated from default activity; no workload was simulated.
